==> /design/flow/run.sh <==
#!/bin/bash
# OpenROAD 26Q1-2900-gdf79404cd8, Yosys 0.63+post, stock flow scripts
make -C /OpenROAD-flow-scripts/flow DESIGN_CONFIG=/design/flow/config.mk WORK_HOME=/design/flow/orfs finish
==> /design/flow/config.mk <==
export PLATFORM = sky130hd
export DESIGN_NAME = otter_rvfi
export DESIGN_NICKNAME = otter_rvfi
export VERILOG_FILES = /design/flow/design.v
export SDC_FILE = /design/flow/constraint.sdc
export NUM_CORES = 4
export LEC_CHECK = 1
export CORE_AREA = 10 10 329 329
export DIE_AREA = 0 0 339 339
==> /design/flow/design.v <==
`timescale 1ns / 1ps
    localparam XLEN = 32;
    localparam FUNCT3_SYS_CSRRW  = 3'b001;
    localparam FUNCT3_SYS_CSRRS  = 3'b010;
    localparam FUNCT3_SYS_CSRRC  = 3'b011;
    localparam FUNCT3_SYS_CSRRWI = 3'b101;
    localparam FUNCT3_SYS_CSRRSI = 3'b110;
    localparam FUNCT3_SYS_CSRRCI = 3'b111;
    localparam FUNCT3_SYS_TRAPS  = 3'b000;
module otter_rvfi (
    input             i_clk,     
    input             i_rst,     
    input             i_valid,   
    input             i_excp,    
    input             i_trap,    
    input      [31:0] i_instrn,  
    input             i_is_reg_type,    
    input             i_is_imm_type,    
    input             i_is_load,        
    input             i_is_store,       
    input             i_is_branch,      
    input             i_is_jal,         
    input             i_is_jalr,        
    input             i_is_csr_write,   
    input             i_br_taken,     
    input      [31:0] i_pc_addr,      
    input      [31:0] i_br_tgt_addr,  
    input      [31:0] i_epc_addr,     
    input             i_rfile_we,      
    input      [31:0] i_rfile_w_data,  
    input      [31:0] i_rfile_r_rs1,   
    input      [31:0] i_rfile_r_rs2,   
    input      [3:0]  i_dmem_sel,     
    input      [31:0] i_dmem_addr,    
    input      [31:0] i_dmem_r_data,  
    input      [31:0] i_dmem_w_data,  
    output reg        rvfi_valid,     
        output reg [63:0] rvfi_order,     
        output reg [31:0] rvfi_insn,      
        output reg        rvfi_trap,      
        output reg        rvfi_halt,      
        output reg        rvfi_intr,      
        output reg [ 1:0] rvfi_mode,      
        output reg [ 1:0] rvfi_ixl,       
        output reg [ 4:0] rvfi_rs1_addr,  
        output reg [ 4:0] rvfi_rs2_addr,  
        output reg [31:0] rvfi_rs1_rdata, 
        output reg [31:0] rvfi_rs2_rdata, 
        output reg [ 4:0] rvfi_rd_addr,   
        output reg [31:0] rvfi_rd_wdata,  
        output reg [31:0] rvfi_pc_rdata,  
        output reg [31:0] rvfi_pc_wdata,  
        output reg [31:0] rvfi_mem_addr,  
        output reg [ 3:0] rvfi_mem_rmask, 
        output reg [ 3:0] rvfi_mem_wmask, 
        output reg [31:0] rvfi_mem_rdata, 
        output reg [31:0] rvfi_mem_wdata,
    input _dummy
);
    wire w_jmp_taken = (
        (i_is_branch && i_br_taken) ||
         i_is_jal ||
         i_is_jalr
    );
    reg        w_csr_use_rs1;
    wire [2:0] w_funct3 = (i_instrn[14:12]);
    always @(*) begin
        w_csr_use_rs1  = 0;
        if (i_is_csr_write) begin
            case (w_funct3)
                FUNCT3_SYS_CSRRW, FUNCT3_SYS_CSRRS, FUNCT3_SYS_CSRRC : begin
                    w_csr_use_rs1  = 1;
                end
                FUNCT3_SYS_CSRRWI, FUNCT3_SYS_CSRRSI, FUNCT3_SYS_CSRRCI : begin
                    w_csr_use_rs1  = 0;
                end
                default : ;
            endcase
        end
    end
    wire w_use_rs2     = i_is_reg_type
                      || i_is_store
                      || i_is_branch;
    wire w_use_rs1     = w_use_rs2
                      || i_is_imm_type
                      || i_is_load
                      || i_is_jalr
                      || w_csr_use_rs1;
    reg [31:0] w_pc_next;
    always @(*) begin
        if (i_trap) begin
            w_pc_next = i_epc_addr;
        end else if (w_jmp_taken) begin
            w_pc_next = i_br_tgt_addr;
        end else begin
            w_pc_next = i_pc_addr + 4;
        end
    end
    reg w_next_vld_is_trap_handler;
    always @(posedge i_clk) begin
        if (i_rst) begin
            w_next_vld_is_trap_handler <= 0;
        end else if (i_excp || i_trap) begin
            w_next_vld_is_trap_handler <= 1;
        end else if (i_valid) begin
            w_next_vld_is_trap_handler <= 0;
        end
    end
    wire [4:0] w_rfile_w_addr  = (i_instrn[11:7]);
    wire [4:0] w_rfile_r_addr1 = (i_instrn[19:15]);
    wire [4:0] w_rfile_r_addr2 = (i_instrn[24:20]);
    always @(posedge i_clk) begin
        rvfi_valid <= i_valid;
        rvfi_halt <= 0;  
        rvfi_mode <= 3;  
        rvfi_ixl  <= 1;  
        if (i_rst) begin
            rvfi_valid     <= 0;
            rvfi_order     <= 0;
            rvfi_insn      <= 0;
            rvfi_pc_rdata  <= 0;
            rvfi_pc_wdata  <= 0;
            rvfi_rd_addr   <= 0;
            rvfi_rd_wdata  <= 0;
            rvfi_rs1_addr  <= 0;
            rvfi_rs1_rdata <= 0;
            rvfi_rs2_addr  <= 0;
            rvfi_rs2_rdata <= 0;
            rvfi_trap      <= 0;
            rvfi_intr      <= 0;
            rvfi_mem_addr  <= 0;
            rvfi_mem_rmask <= 0;
            rvfi_mem_rdata <= 0;
            rvfi_mem_wmask <= 0;
            rvfi_mem_wdata <= 0;
        end else if (i_valid) begin
            rvfi_order <= rvfi_order + 1;
            rvfi_insn <= i_instrn;
            rvfi_pc_rdata <= i_pc_addr;
            rvfi_pc_wdata <= w_pc_next;
            if (i_rfile_we) begin
                rvfi_rd_addr   <= w_rfile_w_addr;
                rvfi_rd_wdata  <= w_rfile_w_addr != 0 ? i_rfile_w_data : 0;
            end else begin
                rvfi_rd_addr   <= 0;
                rvfi_rd_wdata  <= 0;
            end
            if (w_use_rs1) begin
                rvfi_rs1_addr  <= w_rfile_r_addr1;
                rvfi_rs1_rdata <= i_rfile_r_rs1;
            end else begin
                rvfi_rs1_addr  <= 0;
                rvfi_rs1_rdata <= 0;
            end
            if (w_use_rs2) begin
                rvfi_rs2_addr  <= w_rfile_r_addr2;
                rvfi_rs2_rdata <= i_rfile_r_rs2;
            end else begin
                rvfi_rs2_addr  <= 0;
                rvfi_rs2_rdata <= 0;
            end
            rvfi_trap <= i_trap;
            rvfi_intr <= w_next_vld_is_trap_handler;
            if (i_is_store && !i_trap) begin
                rvfi_mem_addr  <= i_dmem_addr;
                rvfi_mem_rmask <= 0;
                rvfi_mem_rdata <= 0;
                rvfi_mem_wmask <= i_dmem_sel;
                rvfi_mem_wdata <= i_dmem_w_data;
            end else if (i_is_load && !i_trap) begin
                rvfi_mem_addr  <= i_dmem_addr;
                rvfi_mem_rmask <= i_dmem_sel;
                rvfi_mem_rdata <= i_dmem_r_data;
                rvfi_mem_wmask <= 0;
                rvfi_mem_wdata <= 0;
            end else begin
                rvfi_mem_addr  <= 0;
                rvfi_mem_rmask <= 0;
                rvfi_mem_rdata <= 0;
                rvfi_mem_wmask <= 0;
                rvfi_mem_wdata <= 0;
            end
        end
    end
endmodule
==> /design/flow/constraint.sdc <==
current_design otter_rvfi

set clk_period 18.3
set clk_io_pct 0.2

create_clock -name clk0 -period $clk_period [get_ports {i_clk}]

set non_clock_inputs [all_inputs -no_clocks]
set_input_delay [expr $clk_period * $clk_io_pct] -clock clk0 $non_clock_inputs
set_output_delay [expr $clk_period * $clk_io_pct] -clock clk0 [all_outputs]
==> flow_summary_export.csv <==
group,metric,value,unit
logic_synthesis,post_synth_main_area_contributors,"dfxtp_1 (51%), a22oi_1 (6.7%), nor2_1 (6.6%)",
clocking,clk_latency,0.60,ns
power,total_power_consumption_of_the_routed_design,2.15,mW
worst_setup_path,worst-endpoint-arrival,6.04,ns
logic_synthesis,synth.yosys.chip_area,14800,um^2
worst_setup_path,kind_of_start_point_of_the_critical_path,"input port",
power,peakVddDrop,0.0000687,V
logic_synthesis,post_synth_and_or_nand_nor_area_fraction,20.5,%
detailed_routing,remaining_antenna_violation_count,0,
final_timing,finalHoldViolCount,0,
logic_synthesis,ys_seq_elements,379,
logic_synthesis,largest_area_cell,"dfxtp_1",
logic_synthesis,ys_async_sr_fraction,0,%
clocking,cts-root-to-sink-buffers,3,
detailed_routing,drt-vias-per-instance,4.03,
power,static-leakage-power,8.88,nW
logic_synthesis,post_synthesis_sequential_area_ratio,51.4,%
logic_synthesis,synth-edff-count,0,
cells_and_area,final_util,25.0,%
floorplanning,dieWidth,339,um
floorplanning,floorplan.die_area,115000,um^2
clocking,cts-buffers-inserted,49,
outcome,run_status,"completed",
final_timing,fin_worst_skew,0.0138,ns
final_timing,tns,0,ns
worst_hold_path,worstHoldPathType,"reg2reg",
final_timing,minimum_clock_period,5.59,ns
logic_synthesis,aoi_share,15.2,%
clocking,buffer_type_at_the_clock_tree_root,"clkbuf_16",
detailed_routing,wire_per_inst,21.4,um
place,io_buffers,716,
floorplanning,core_area,101000,um^2
power,cellPowerDensity,85.8,nW/um^2
floorplanning,pin_count,723,
logic_synthesis,post_synth_xor_area_fraction,3.80,%
run,openroad.warnings,26,
global_routing,grt_first_pass_wirelength,113000,um
logic_synthesis,synth_warnings,1,
clocking,cts_tree,"done",
detailed_routing,vias,15022,
final_timing,period_used_share,30.6,%
worst_setup_path,crit_required,18.75,ns
global_routing,grt_usage,13.5,%
global_routing,overflow,0,
clocking,cts_resized,0,
cells_and_area,syn2layout_area_growth,70.1,%
floorplanning,die_h,339,um
detailed_routing,drc_errors,0,
run,max-cap-violations,0,
clocking,numClockSinks,379,
logic_synthesis,ys_cells,1653,
logic_synthesis,synth_adder_area_share,0.170,%
place,globalplace.congestion,0.851,
clocking,htreeDepth,2,
logic_synthesis,postSynthAreaPerCell,8.93,um^2
worst_setup_path,worstSetupPathType,"in2reg",
final_timing,hold_ws,0.457,ns
final_timing,grt_setup_unrepaired,"no",
clocking,clk_transition_reported_paths,0.05,ns
final_timing,finalSetupViolCount,0,
logic_synthesis,post_synth_main_logic_family,"simple AND/OR/NAND/NOR gates",
global_routing,grt_start_max_net_pins,76,
cells_and_area,share_of_layout_cells_above_drive_strength_1,5.54,%
place,hpwl,62800,um
logic_synthesis,yosys-mux-area-fraction,5.11,%
final_timing,finalWorstSetupSlack,12.71,ns
floorplanning,floorplan.rows,116,
final_timing,clock.fmax,179,MHz
detailed_routing,wirelength,79700,um
place,dpl_worst_slack,12.03,ns
logic_synthesis,netlist.area_leader.share,51.4,%
global_routing,antenna_found_initial,21,
floorplanning,fp-utilization,14.7,%
logic_synthesis,ys.flop_type,"dfxtp_1",
clocking,cts.repair_timing.setup_buffer_count,0,
final_timing,count_of_final_max_slew_check_failures,0,
logic_synthesis,netlist_area,14800,um^2
worst_setup_path,worstSetupEndpointType,"flop",
final_timing,tightest_slew,0.868,ns
global_routing,grt_pass1_vias,14724,
detailed_routing,detailedRoute.firstIterationViolations,920,
worst_setup_path,crit_fanout,7,
final_timing,timing.slew.headroom,42.0,%
detailed_routing,detailed_routing_iteration_count_for_the_pre_antenna_repair_pass,5,
clocking,hold_buffers,0,
logic_synthesis,yosys.cell_types.count,53,
logic_synthesis,synthesis.instances,1653,
state kept, by name, summed over array words and instances, names as in the netlist, 32 cells and up:
register        count
rvfi_insn          32
rvfi_mem_addr      32
rvfi_mem_rdata     32
rvfi_mem_wdata     32
rvfi_order         64
rvfi_pc_rdata      32
rvfi_pc_wdata      32
rvfi_rd_wdata      32
rvfi_rs1_rdata     32
rvfi_rs2_rdata     32
where the power goes:
part | internal, mW | switching [mW]
sequential | 0.858 | 0.0172
clock | 0.625 | 0.392
combinational | 0.150 | 0.111
cells in the mapped netlist (all sizes together) (12+ instances only):
library cell  instances
o221ai               12
buf                  26
nor2                261
or3                  25
nand3               115
nor3                 19
o21ai                32
a21oi               112
xor2                 28
xnor2                36
and3                 12
nor4                 18
a22o                 21
nand2               136
dfxtp               379
a22oi               131
mux2i                72
nand4                32
clkbuf              101
routing by layer:
metal	wire [um]	part of all wire [%]	global-route usage, %	vias to the layer above
met5	218	0.27	0	-
met4	1410	1.8	1.94	32
met3	7100	8.9	5.20	111
met2	35700	45	20.6	555
met1	35300	44	18.3	7088
li1	-	-	-	7236
path summary, 6_finish.rpt:
kind / startpoint / end / slack (ns) / depth (start not counted)
worst min register to register: rvfi_rs2_rdata[22] / rvfi_rs2_rdata[22] / 0.46 / 2
worst max register to register: rvfi_order[12] / rvfi_order[62] / 15.47 / 5
worst min-delay path: rvfi_rs2_rdata[22] / rvfi_rs2_rdata[22] / 0.46 / 2
worst max-delay path: i_pc_addr[2] / rvfi_pc_wdata[14] / 12.71 / 8
final cells by class:
class | count | area [um^2]
Timing Repair Buffer | 747 | 7400
Clock inverter | 18 | 254
Sequential cell | 379 | 7590
Clock buffer | 70 | 1430
Inverter | 11 | 48.8
Fill cell | 10721 | 75500
Multi-Input combinational cell | 1139 | 6670
Antenna cell | 5 | 12.5
Tap cell | 1357 | 1700
cell families (layout without fill, tap and decap cells):
kind of cell	count (synthesis)	count (layout)
AND-OR/OR-AND	341	341
multiplexers	75	75
buffers and inverters	138	846
other	2	10
adder cells (fa/ha/maj)	2	2
XOR/XNOR	64	64
AND/OR/NAND/NOR	652	652
flip-flops	379	379
metrics by stage:
stage	std cells	area [um^2]
floorplan	1656	14800
global placement	3633	23400
detailed placement	3633	23400
CTS	3721	25100
global route	3723	25100
finish	3726	25100
worst max-delay path: stages:
cell	delay [ns]
clkdlybuf4s50_1	0.64
ha_1	0.24
nand3_1	0.26
nor3_1	0.26
buf_4	0.20
nand2_1	0.07
xor2_1	0.52
o221ai_1	0.18
cells in the final DEF, fill, tap and decap left out, drive strengths merged, types with 6 or more instances in the layout:
cell type,Yosys,routed
clkdlybuf4s50,0,713
dfxtp,379,379
nor2,261,261
nand2,136,136
a22oi,131,131
nand3,115,115
a21oi,112,112
mux2i,72,72
clkbuf,101,71
xnor2,36,36
buf,26,33
o21ai,32,32
nand4,32,32
xor2,28,28
or3,25,25
a22o,21,21
nor3,19,19
nor4,18,18
inv,11,13
and3,12,12
o221ai,12,12
a211oi,11,11
clkinv,0,9
and4,8,8
o211ai,6,6
bufinv,0,6
and2,6,6
No activity file was given, so power comes from the tool's default toggle rates.

==> ./design.v <==
module rvfi_bus_util_fifo_stage #(
	parameter WIDTH = 8
) (
	input clock,
	input reset,
	input              in_valid,
	output             in_ready,
	input  [WIDTH-1:0] in_data,
	output             out_valid,
	input              out_ready,
	output [WIDTH-1:0] out_data
);
	reg [WIDTH-1:0] buffered;
	reg buffer_valid;
	wire in_txn = in_valid && in_ready;
	wire out_txn = out_valid && out_ready;
	assign out_data = buffer_valid ? buffered : in_data;
	assign in_ready = out_ready || !buffer_valid;
	assign out_valid = in_valid || buffer_valid;
	always @(posedge clock) begin
		if (reset) begin
			buffer_valid <= 0;
		end else begin
			if (in_txn != out_txn)
				buffer_valid <= in_txn;
		end
		if (in_txn)
			buffered <= in_data;
	end
endmodule
module rvfi_bus_util_fifo #(
	parameter WIDTH = 8,
	parameter DEPTH = 3
) (
	input clock,
	input reset,
	input              in_valid,
	output             in_ready,
	input  [WIDTH-1:0] in_data,
	output             out_valid,
	input              out_ready,
	output [WIDTH-1:0] out_data
);
	wire [WIDTH-1:0] stage_data [0:DEPTH];
	wire [DEPTH:0] stage_valid;
	wire [DEPTH:0] stage_ready;
	genvar i;
	generate for (i = 0; i < DEPTH; i = i + 1) begin
		rvfi_bus_util_fifo_stage #(.WIDTH(WIDTH)) stage (
			.clock(clock),
			.reset(reset),
			.in_data(stage_data[i]),
			.out_data(stage_data[i+1]),
			.in_valid(stage_valid[i]),
			.out_valid(stage_valid[i+1]),
			.in_ready(stage_ready[i]),
			.out_ready(stage_ready[i+1])
		);
	end endgenerate
	assign stage_valid[0] = in_valid;
	assign stage_data[0] = in_data;
	assign in_ready = stage_ready[0];
	assign out_valid = stage_valid[DEPTH];
	assign stage_ready[DEPTH] = out_ready;
	assign out_data = stage_data[DEPTH];
endmodule
==> ./run.sh <==
#!/bin/bash
# OpenROAD 26Q1-2900-gdf79404cd8, Yosys 0.63+post, stock flow scripts
make -C /OpenROAD-flow-scripts/flow DESIGN_CONFIG=/design/flow/config.mk WORK_HOME=/design/flow/orfs finish
==> ./config.mk <==
export PLATFORM = sky130hd
export DESIGN_NAME = rvfi_bus_util_fifo
export DESIGN_NICKNAME = rvfi_bus_util_fifo
export VERILOG_FILES = /design/flow/design.v
export SDC_FILE = /design/flow/constraint.sdc
export NUM_CORES = 4
export LEC_CHECK = 1
export CORE_AREA = 10 10 103 103
export DIE_AREA = 0 0 113 113
==> ./constraint.sdc <==
current_design rvfi_bus_util_fifo

set clk_period 3.7
set clk_io_pct 0.2

create_clock -name clk0 -period $clk_period [get_ports {clock}]

set non_clock_inputs [all_inputs -no_clocks]
set_input_delay [expr $clk_period * $clk_io_pct] -clock clk0 $non_clock_inputs
set_output_delay [expr $clk_period * $clk_io_pct] -clock clk0 [all_outputs]
==> results.py <==
# Flow results
metrics = {
    "grt": {
        "antenna_found_initial": 0,
        "grt_start_max_net_pins": 16,
        "grt.total_usage_pct": 3.42,
        "grt_pass1_wl_um": 3630,
        "top_usage_layer": "met2",
        "met1_usage_pct": 4.60,
        "grt_remaining_overflow": 0,
        "met3_usage_pct": 1.28,
        "grt_pass1_vias": 675,
        "met2_usage_pct": 5.15,
    },
    "logic_synthesis": {
        "ys.flops": 27,
        "yosysChipArea_sq_mm": 0.00121,
        "syn_inst": 72,
        "avgSynthCellArea_sq_um": 16.8,
        "synthTopCellsByCount": "edfxtp_1, mux2_2, mux2_4",
        "ff_type": "edfxtp_1",
        "edf_count": 24,
        "yosys_cells": 72,
        "synth_area_sq_mm": 0.00121,
        "topCellsByArea": "edfxtp_1, mux2_4, mux2_2",
        "yosysUniqueCellTypes": 17,
        "async_reset_ff_share_pct": 0,
        "ys_seq_share_pct": 64.7,
        "top_area_share_pct": 59.7,
        "synth.most_common_cell": "edfxtp_1",
        "yosysWarningCount": 2,
        "synth_top_cell_by_area": "edfxtp_1",
    },
    "sta": {
        "max_slew_margin_pct": 52.2,
        "fin_worst_skew_ps": 0.704,
        "tns_ps": 0,
        "fin_ws_ps": 547,
        "max_freq_mhz": 317,
        "rsz0062_at_grt": "false",
        "slew_viol_final": 0,
        "hold_viol": 0,
        "setup-violations-final": 0,
        "post-route-min-period_ps": 3150,
        "worst_pin_slew_ps": 717,
        "period_used_pct": 85.2,
    },
    "clock_tree": {
        "clock.latency.late_pin_ps": 270,
        "cts-root-buf": "clkbuf_8",
        "cts_max_path_buffers": 2,
        "cts_resized": 0,
        "postCtsHoldBufs": 0,
        "cts_made_buffers": 3,
        "cts_tree": "yes",
        "clkTransAtPathRegs_ps": 80,
        "cts-htree-levels": 1,
        "cts_setup_buffers": 0,
        "clock_sinks": 27,
    },
    "critical_path": {
        "rr_endpoint": "genblk1[2].stage.buffered[1]$_DFFE_PP_",
        "crit_type": "input pin to output pin",
        "cp_data_required_time_ps": 2960,
        "crit_top_cell": "mux2_2",
        "r2r_cells": 2,
        "crit_fanout": 2,
        "crit_chain": "clkdlybuf4s50_1 -> mux2_2 -> mux2_2 -> mux2_2 -> clkdlybuf4s50_1",
        "setup.worst_path.end_class": "output pin",
        "cpLargestDelayFamily": "buffers and inverters",
        "cp-start-kind": "input pin",
        "critPathMaxStageDelay_ps": 430,
        "rrSetupSlack_ps": 1850,
        "crit_buf_inv": 2,
        "timing.rr.start": "genblk1[0].stage.buffer_valid$_SDFFE_PP0P_",
        "critPathArrivalTime_ps": 2410,
        "worst_path_max_delay_cell": "clkdlybuf4s50_1",
    },
    "floorplan": {
        "io_pins": 22,
        "fp_util_pct": 14.5,
        "core-area_sq_mm": 0.00830,
        "std_cell_rows": 33,
        "die_h_um": 113,
        "die_area_sq_mm": 0.0128,
        "fp.dieW_um": 113,
    },
    "route": {
        "routedWlPerCell_um": 10.8,
        "routed_via_density": 3.22,
        "n_antenna_cell": 0,
        "ant_nets": 0,
        "finalWirelength_um": 2150,
        "drtIter0Drc": 26,
        "drtPass1Iterations": 4,
        "via_count": 641,
        "drcViolationCount": 0,
    },
    "place": {
        "dp_hpwl_um": 1790,
        "portBuffers": 21,
        "place_ws_ps": 531,
        "gp_congestion": 0.705,
        "placed_cells": 195,
    },
    "final_layout": {
        "drive_above_1_share_pct": 29.8,
        "syn2layout_area_growth_pct": 30.5,
        "utilization_pct": 19.0,
        "final-instance-count-excl-fill": 199,
    },
    "power": {
        "peakVddDrop_mv": 0.102,
        "powerDensity_mw_per_mm2": 376,
        "p_leak_nw": 0.540,
    },
    "min_path": {
        "whs_endpoint": "genblk1[1].stage.buffered[4]$_DFFE_PP_",
        "hold-path-cell-count": 1,
        "hold_path.startpoint": "genblk1[0].stage.buffered[4]$_DFFE_PP_",
        "hold_path.class": "flop to flop",
    },
    "status": {
        "status": "finished clean",
    },
    "run": {
        "openroad.warnings": 25,
        "cap_violations": 0,
    },
}
cells by family after synthesis:
logic type | Yosys count | share of synthesized area (%)
adder cells (fa/ha/maj) | 1 | 0.829
buffers and inverters | 5 | 2.28
flip-flops | 27 | 64.7
AND/OR/NAND/NOR | 10 | 4.04
AND-OR/OR-AND | 5 | 2.07
multiplexers | 24 | 26.1
registers in the layout, summed over array words and instances, names as in the netlist:
register	flops
genblk1.stage.buffer_valid	3
genblk1.stage.buffered	24
report_power, final:
group          switching (mW)  internal (mW)  total [mW]
registers             0.00516          0.354       0.359
logic                  0.0247         0.0484      0.0731
clock network          0.0850         0.0753       0.160
total                   0.115          0.478       0.593
worst reg2reg max path, delay by kind of cell (launching register included):
| family | cells | cell delay [ps] |
|---|---|---|
| AND-OR/OR-AND | 1 | 610 |
| AND/OR/NAND/NOR | 1 | 200 |
| flip-flops | 1 | 680 |
how the worst max path moves through the flow:
stage,start,to,slack (ps),cells past startpoint
CTS,in_data[0],out_data[0],530,5
global route,in_data[6],out_data[6],470,5
finish,in_data[0],out_data[0],550,5
layout by cell type (no fill, tap or decap):
cell type / count
and2_1: 1
nor2_1: 3
clkdlybuf4s50_1: 21
clkbuf_8: 3
nand2_1: 3
or3_1: 1
nor3_1: 1
mux2_4: 12
a21oi_1: 3
clkinv_2: 1
and3b_1: 1
maj3_1: 1
mux2_2: 12
edfxtp_1: 24
o21ai_0: 2
inv_1: 2
dfxtp_1: 3
layer usage:
layer | up-vias | part of all wire, %
li1 | 314 | -
met1 | 305 | 47
met2 | 17 | 44
met3 | 5 | 6.5
met4 | 0 | 2.6
met5 | - | 0
per-stage QoR:
step / hold WS [ps] / area, sq um / power [mW]
2_1_floorplan: 534 / 1210 / 0.400
3_3_place_gp: 545 / 1530 / 0.440
3_5_place_dp: 552 / 1530 / 0.442
4_1_cts: 573 / 1580 / 0.601
5_1_grt: 587 / 1580 / 0.621
6_report: 569 / 1580 / 0.593
layout make-up:
| type | instances | area [sq um] |
|---|---|---|
| inverters | 2 | 7.51 |
| well taps | 105 | 131 |
| repair buffers | 21 | 210 |
| fillers | 869 | 6720 |
| multi-input cells | 40 | 399 |
| clock buffers | 3 | 41.3 |
| clock inverters | 1 | 5.00 |
| flip-flops and latches | 27 | 781 |
No activity file was given, so power comes from the tool's default toggle rates.
